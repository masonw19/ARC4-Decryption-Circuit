--- config.mk ---
export PLATFORM = sky130hd
export DESIGN_NAME = ksa
export DESIGN_NICKNAME = ksa
export VERILOG_FILES = /design/flow/design.v
export SDC_FILE = /design/flow/constraint.sdc
export NUM_CORES = 4
export LEC_CHECK = 1
export CORE_UTILIZATION = 50
--- constraint.sdc ---
current_design ksa

set clk_period 6.1
set clk_io_pct 0.2

create_clock -name clk0 -period $clk_period [get_ports {clk}]

set non_clock_inputs [all_inputs -no_clocks]
set_input_delay [expr $clk_period * $clk_io_pct] -clock clk0 $non_clock_inputs
set_output_delay [expr $clk_period * $clk_io_pct] -clock clk0 [all_outputs]
--- design.v ---
module ksa(input logic clk, input logic rst_n,
           input logic en, output logic rdy,
           input logic [23:0] key,
           output logic [7:0] addr, input logic [7:0] rddata, output logic [7:0] wrdata, output logic wren);
	reg [8:0] i, j, tmp;
	reg [4:0] curr_state, next_state;
	wire done;
	wire [8:0] k;
	wire [7:0] myKey [2:0];
	reg set_wrdata, set_tmp, set_j, set_i;
	assign myKey[0] = key[23:16];
	assign myKey[1] = key[15:8];
	assign myKey[2] = key[7:0];
	always_ff @(posedge clk, negedge rst_n) begin 
		if(~rst_n)		curr_state = 5'b00000;
		else if (done)  curr_state = 5'b00000;
		else 			curr_state = next_state;
	end
	always_comb begin 
		case(curr_state)
			5'b00000: 	next_state = (en) ? 5'b10010 : 5'b00000;
			5'b10010: 	next_state = 5'b00001;
			5'b00001: 	next_state = 5'b01111;
			5'b01111: 	next_state = 5'b00010;
			5'b00010: 	next_state = 5'b00011;
			5'b00011: 	next_state = 5'b00100; 
			5'b00100: 	next_state = 5'b00101;
			5'b00101: 	next_state = 5'b00001;
			default: 	next_state = 4'bxxxx;
		endcase	
	end
	always_comb begin
		case(curr_state)
			5'b00000: 	begin set_i = 0; 	set_j = 0;	 set_tmp = 0; 		wren = 0; set_wrdata = 0; 				addr = 0; rdy = 1; end  
			5'b10010: 	begin set_i = 0; 	set_j = 0;	 set_tmp = 0; 		wren = 0; set_wrdata = 0; 				addr = 0; rdy = 1; end  
			5'b00001: 	begin set_i = 0; 	set_j = 0; 	 set_tmp = 0; 		wren = 0; set_wrdata = 0;	 			addr = i; rdy = 0; end  
			5'b01111: 	begin set_i = 0; 	set_j = 1; 	 set_tmp = 1; 		wren = 0; set_wrdata = 0; 				addr = i; rdy = 0; end  
			5'b00010: 	begin set_i = 0; 	set_j = 0; 	 set_tmp = 0; 		wren = 0; set_wrdata = 0; 				addr = j; rdy = 0; end  
			5'b00011: 	begin set_i = 0; 	set_j =	0;   set_tmp = 0; 		wren = 1; set_wrdata = 1; 				addr = j; rdy = 0; end  
			5'b00100: 	begin set_i = 0; 	set_j = 0;   set_tmp = 0; 		wren = 1; set_wrdata = 0; 				addr = i; rdy = 0; end  
			5'b00101: 	begin set_i = 1;	set_j = 0;	 set_tmp = 0; 		wren = 0; set_wrdata = 0; 				addr = i; rdy = 0; end  
			default: 	begin set_i = 1'bx; set_j = 1'bx;set_tmp = 1'bx; 	wren = 1'bx; set_wrdata = 8'bx; addr = 8'bx;  rdy = 0; end
		endcase	
	end	
	always_ff @ (posedge clk, negedge rst_n) begin 
		if(~rst_n) 		i = 0; 
		else if(en) 	i = 0;
		else if(set_i)	i = i + 1; 
	end
	always_ff @ (posedge clk, negedge rst_n) begin 
		if(~rst_n) 		j = 0; 
		else if (en) 	j = 0;
		else if(set_j)	j = k;	
	end
	always_ff @ (posedge clk, negedge rst_n) begin
		if (~rst_n) 	 tmp = 0; 
		else if(set_tmp) tmp = rddata;
	end
	always_ff @ (posedge clk) begin 
		if (set_wrdata == 0)
			wrdata = tmp;
		else if (set_wrdata == 1)
			wrdata = rddata;
	end
	assign k = ((j + rddata + myKey[i % 3]) % 256);
	assign done = (i > 255) && ~en ? 1 : 0;
endmodule: ksa
--- run.sh ---
#!/bin/bash
# OpenROAD 26Q1-2900-gdf79404cd8, Yosys 0.63+post, stock flow scripts
make -C /OpenROAD-flow-scripts/flow DESIGN_CONFIG=/design/flow/config.mk WORK_HOME=/design/flow/orfs finish
==> qor.yml <==
top_area_cell: "dfrtp_1"
min_period_ns: 6.33
cp-start-kind: "flop"
drc: 0
clock_power_share_pct: 10.3
seqPwrFrac_pct: 20.3
die_w_um: 81.8
setup_ws_ns: -0.232
critPathCaptureType: "flop"
cpMaxStageDelayCell: "fa_1"
stdcell_count: 531
worstPathMaxFanout: 6
drive_gt1_share_pct: 26.1
vias: 2998
maxCapViolCount: 0
netlist_area_um2: 3190
numClockSinks: 41
ir_worst_vdd_mv: 0.401
ys_ff: 41
path_common_cell: "a21oi_2"
power.density_nw_per_um2: 475
hold_violations: 0
clock.fmax_mhz: 158
antenna_found_initial: 0
layout_top_cell: "buf_4"
p_leak_uw: 0.00190
avgSynthCellArea_um2: 8.73
maxSlewHeadroom_pct: 40.9
comb_power_share_pct: 69.4
grt_pass1_wl_um: 12800
cts-root-buf: "clkbuf_8"
hpwl_um: 5840
required_ns: 6.31
mostFrequentLayoutCells: "buf_4, clkdlybuf4s50_1, nor2_1, dfrtp_1, nand2_1"
grt_pass1_vias: 2638
slowest_delay_ns: 0.50
synth_cell_types: 69
tool_warnings: 34
fp_util_pct: 52.9
totalWireLength_um: 8280
dpl.cell_count: 508
clock_skew_ns: 0.0127
fillCellCount: 414
drtIter0Drc: 162
yosysSeqAreaShare_pct: 31.0
yosysTopAreaCellShare_pct: 25.1
clk_latency_ns: 0.30
synth_warnings: 1
cts_tree: "done"
rsz0062_at_grt: "yes"
avgViaCountPerCell: 5.65
core_region_area_um2: 6030
rows: 28
crit_family: "simple AND/OR/NAND/NOR gates"
critPathKind: "reg -> reg"
first_pass_iters: 4
pre_cts_ws_ns: -0.147
port_buffers: 52
violations: "negative setup slack"
ys_chip_area_um2: 3190
edf_count: 0
grt-ovfl-total: 0
setup_viol: 2
routabilityCongestion: 0.860
dieHeight_um: 81.8
track_usage_pct: 25.8
crit_arrival_ns: 6.54
critPathBufInv: 4
power_switching_uw: 815
numCtsBuffers: 5
ff_type: "dfrtp_1"
insertedDiodeCount: 0
htree_levels: 2
cts_buffer_depth: 2
die_area_um2: 6700
antenna_left: 0
worst_pin_slew_ns: 0.880
syn_inst: 365
internal-power_uw: 1290
grt_max_degree: 34
area_growth_pct: 38.9
min_path_type: "reg -> reg"
synth_async_sr_flop_share_pct: 80.5
ys_cells: 365
drv_slew: 0
finalClockPeriodUsage_pct: 104
pin_count: 53
wl_per_cell_um: 15.6
clk_pin_slew_ns: 0.09
outcome: "finished with violations"
yosys-top-cells-area: "dfrtp_1, ha_1, dfxtp_1"
p_sw_share_pct: 38.8
[cell usage after synthesis (all sizes together), types with 2 or more instances]
library cell  count
nor2             39
dfrtp            32
nand2            27
a21oi            24
o21ai            21
inv              20
clkbuf           16
ha               15
xnor2            15
mux2             11
buf              10
nor3             10
a22o              8
a22oi             8
dfxtp             8
fa                8
nand3             8
or3               8
a31oi             6
mux2i             6
a211oi            5
nor2b             5
o211ai            5
or2               5
a21o              3
nand4             3
o31ai             3
xor2              3
a221oi            2
and2              2
clkinv            2
nor4b             2
o21bai            2
or4               2
[per-layer routing]
metal	wire, um	GRT usage (%)	vias up	share of wire [%]
met1	4170	45.6	1411	50
met4	59	1.93	0	0.71
met5	0	0	-	0
met3	710	4.96	8	8.6
met2	3340	35.0	105	40
li1	-	-	1474	-
[area by class of cell]
type	count	area [um^2]	area share (%)
flip-flops and latches	41	987	22.3
inverters	22	82.6	1.87
well taps	75	93.8	2.12
multi-input cells	276	2190	49.6
clock inverters	2	38.8	0.876
clock buffers	6	72.6	1.64
repair buffers	109	957	21.6
[power groups by stage]
stage | logic [uW] | registers, uW | clock network (uW)
5_1_grt | 1590 | 438 | 233
4_1_cts | 1250 | 426 | 223
6_report | 1460 | 426 | 217
[worst paths after layout]
| path | cells after the start | end | slack [ns] | startpoint |
|---|---|---|---|---|
| worst max-delay path | 32 | j[7] | -0.23 | i[8] |
| worst min-delay path | 2 | wrdata[1] | 0.48 | tmp[1] |
| worst max register to register | 32 | j[7] | -0.23 | i[8] |
| worst min register to register | 2 | wrdata[1] | 0.48 | tmp[1] |
| max in group asynchronous | 2 | curr_state[0] | 4.43 | rst_n |
| min in group asynchronous | 2 | tmp[4] | 1.33 | rst_n |
[metrics by stage]
step | hold slack [ns] | instance area [um^2] | total power [uW] | TNS, ns | utilization, %
3_5_place_dp | 0.460 | 4060 | 1620 | -0.157 | 67.4
2_1_floorplan | 0.441 | 3280 | 1240 | -0.677 | -
4_1_cts | 0.481 | 4260 | 1890 | -0.188 | 70.7
6_report | 0.480 | 4430 | 2100 | -0.244 | 73.4
5_1_grt | 0.509 | 4430 | 2260 | -1.56 | 73.4
3_3_place_gp | 0.454 | 4060 | 1610 | -0.0111 | 67.4
[cell families (layout without fill, tap and decap cells)]
| logic type | after synthesis | after routing | synth area share (%) |
|---|---|---|---|
| adders and majority gates | 23 | 23 | 10.9 |
| AOI/OAI and AO/OA | 100 | 100 | 21.9 |
| xor gates and xnor gates | 18 | 18 | 4.95 |
| muxes | 17 | 17 | 5.77 |
| DFF | 41 | 41 | 31.0 |
| and+or+nand+nor | 118 | 118 | 19.0 |
| buffers and inverters | 48 | 139 | 6.56 |
[registers in the layout, summed over array words and instances, names as in the netlist]
signal / cells
tmp: 8
j: 8
i: 9
wrdata: 8
curr_state: 8
[timing repair]
action,in CTS,in global routing
setup endpoints to repair,2,5
hold buffers,0,0
buffers inserted,10,5
cloned,0,0
pin swaps,12,11
hold endpoints to repair,0,0
resized,3,22
[worst register-to-register path, delay by kind of cell, from the launching register on]
kind	cells	cell delay (ns)
XOR/XNOR	1	0.09
flip-flops	1	0.41
buffers and inverters	4	0.47
AND/OR/NAND/NOR	8	2.05
multiplexers	1	0.20
AND-OR/OR-AND	13	1.41
adder cells (fa/ha/maj)	5	1.61
No activity file was given, so power comes from the tool's default toggle rates.
