<file path="design/flow/design.v">
module prga(input logic clk, input logic rst_n,
            input logic en, output logic rdy,
            input logic [23:0] key,
            output logic [7:0] s_addr, input logic [7:0] s_rddata, output logic [7:0] s_wrdata, output logic s_wren,
            output logic [7:0] ct_addr, input logic [7:0] ct_rddata,
            output logic [7:0] pt_addr, input logic [7:0] pt_rddata, output logic [7:0] pt_wrdata, output logic pt_wren);
		reg [7:0] i, j, tmp1, tmp2, tmp3, size, ct_addr_val;
		reg [8:0] k;
		reg [4:0] curr_state, next_state;		
		reg set_i, set_j, set_k, set_s_wrdata, set_pt_wrdata, set_size, set_tmp1, set_tmp2, set_tmp3;
		reg [2:0] set_tmps, set_counters;
		wire [7:0] next_j, new_addr;
		always_ff @ (posedge clk, negedge rst_n) begin 
			if(~rst_n) 			i = 1; 
			else if(en)			i = 1; 
			else if(set_i)		i = (i + 1) % 256; 		
		end
		always_ff @ (posedge clk, negedge rst_n) begin 
			if(~rst_n) 		j = 0; 
			else if(en)	 	j = 0; 
			else if(set_j)	j = next_j;	
		end
		always_ff @ (posedge clk, negedge rst_n) begin 
			if(~rst_n) 		k = 1; 
			else if(en) 	k = 1; 
			else if(set_k)	k = k + 1;	
		end
		always_ff @ (posedge clk, negedge rst_n) begin
			if (~rst_n) 	 	tmp1 = 0; 
			else if(set_tmp1) 	tmp1 = s_rddata;
		end
		always_ff @ (posedge clk, negedge rst_n) begin 
			if (~rst_n) 	 	tmp2 = 0;
			else if(set_tmp2)	tmp2 = s_rddata;
		end
		always_ff @ (posedge clk, negedge rst_n) begin 
			if (~rst_n) 	 	tmp3 = 0;
			else if(set_tmp3)	tmp3 = s_rddata;
		end
		always_ff @ (posedge clk, negedge rst_n) begin 
			if (~rst_n) 	 	size = 255;
			else if (en) 	 	size = 255;
			else if(set_size)	size = ct_rddata;
		end
		always_ff @ (posedge clk) begin 
			if (~set_s_wrdata ) 	s_wrdata = tmp1; 
			else if(set_s_wrdata) s_wrdata = s_rddata;
		end
		always_ff @ (posedge clk) begin 
			if (~set_pt_wrdata ) 	pt_wrdata = ct_rddata; 
			else if(set_pt_wrdata) 	pt_wrdata = ct_rddata ^ tmp3;
		end
		assign next_j = (j + s_rddata) % 256;
		assign new_addr = (tmp1 + tmp2) % 256;
		assign done = ((k > size) && ~en) ? 1 : 0; 
		assign ct_addr = ct_addr_val;
		always_ff @ (posedge clk, negedge rst_n) begin 
			if (~rst_n) 	 curr_state = 5'b00000;
			else if (done) 	 curr_state = 5'b00000; 
			else 			 curr_state = next_state;
		end
		always_comb begin 
			case(curr_state)
				5'b00000: 	next_state = (en) ? 5'b00001 : 5'b00000; 
				5'b00001: 	next_state = 5'b01111;
				5'b01111: 	next_state = 5'b00010;
				5'b00010: 	next_state = 5'b10000;
				5'b10000: 	next_state = 5'b00011;
				5'b00011: 	next_state = 5'b00100;
				5'b00100: 	next_state = 5'b00101; 
				5'b00101: 	next_state = 5'b00110;
				5'b00110: 	next_state = 5'b00111;
				5'b00111: 	next_state = 5'b01000;
				5'b01000: 	next_state = 5'b01001;
				5'b01001: 	next_state = 5'b00001;
				default: 	next_state = 4'bxxxx;
			endcase
		end
		always_comb begin 
			case(curr_state)
				5'b00000: 	begin set_counters = 3'b000; set_tmps = 3'b000; s_wren = 1'b0; set_s_wrdata = 1'b0; s_addr = 8'd1; 		pt_wren = 1'b0; set_pt_wrdata = 1'b0; pt_addr = 8'b0; 		ct_addr_val = 8'b0; 	set_size = 1'b0; rdy = 1'b1; end  
				5'b00001:	begin set_counters = 3'b000; set_tmps = 3'b000; s_wren = 1'b0; set_s_wrdata = 1'b0; s_addr = i; 		pt_wren = 1'b0; set_pt_wrdata = 1'b0; pt_addr = 8'b0; 		ct_addr_val = 8'b0; 	set_size = 1'b0; rdy = 1'b0; end 
				5'b01111: 	begin set_counters = 3'b010; set_tmps = 3'b100; s_wren = 1'b0; set_s_wrdata = 1'b0; s_addr = i; 		pt_wren = 1'b1; set_pt_wrdata = 1'b0; pt_addr = 8'b0; 		ct_addr_val = 8'b0; 	set_size = 1'b1; rdy = 1'b0; end  
				5'b00010: 	begin set_counters = 3'b000; set_tmps = 3'b000; s_wren = 1'b0; set_s_wrdata = 1'b0; s_addr = j; 		pt_wren = 1'b0; set_pt_wrdata = 1'b0; pt_addr = 8'b0; 		ct_addr_val = 8'b0; 	set_size = 1'b0; rdy = 1'b0; end  
				5'b10000: 	begin set_counters = 3'b000; set_tmps = 3'b000; s_wren = 1'b0; set_s_wrdata = 1'b0; s_addr = j; 		pt_wren = 1'b0; set_pt_wrdata = 1'b0; pt_addr = 8'b0; 		ct_addr_val = 8'b0; 	set_size = 1'b0; rdy = 1'b0; end  
				5'b00011: 	begin set_counters = 3'b000; set_tmps = 3'b010; s_wren = 1'b1; set_s_wrdata = 1'b1; s_addr = j; 		pt_wren = 1'b0; set_pt_wrdata = 1'b0; pt_addr = 8'b0; 		ct_addr_val = 8'b0; 	set_size = 1'b0; rdy = 1'b0; end  
				5'b00100: 	begin set_counters = 3'b000; set_tmps = 3'b000; s_wren = 1'b1; set_s_wrdata = 1'b0; s_addr = i; 		pt_wren = 1'b0; set_pt_wrdata = 1'b0; pt_addr = 8'b0; 		ct_addr_val = 8'b0; 	set_size = 1'b0; rdy = 1'b0; end  
				5'b00101: 	begin set_counters = 3'b000; set_tmps = 3'b000; s_wren = 1'b0; set_s_wrdata = 1'b1; s_addr = new_addr;	pt_wren = 1'b0; set_pt_wrdata = 1'b0; pt_addr = 8'b0; 		ct_addr_val = 8'b0; 	set_size = 1'b0; rdy = 1'b0; end  
				5'b00110: 	begin set_counters = 3'b000; set_tmps = 3'b000; s_wren = 1'b0; set_s_wrdata = 1'b1; s_addr = new_addr;	pt_wren = 1'b0; set_pt_wrdata = 1'b0; pt_addr = 8'b0; 		ct_addr_val = k[7:0]; 	set_size = 1'b0; rdy = 1'b0; end  
				5'b00111: 	begin set_counters = 3'b000; set_tmps = 3'b001; s_wren = 1'b0; set_s_wrdata = 1'b1; s_addr = i;			pt_wren = 1'b0; set_pt_wrdata = 1'b1; pt_addr = 8'b0; 		ct_addr_val = k[7:0]; 	set_size = 1'b0; rdy = 1'b0; end  
				5'b01000: 	begin set_counters = 3'b000; set_tmps = 3'b000; s_wren = 1'b0; set_s_wrdata = 1'b1; s_addr = i;			pt_wren = 1'b1; set_pt_wrdata = 1'b1; pt_addr = k[7:0]; 	ct_addr_val = 8'b0; 	set_size = 1'b0; rdy = 1'b0; end  
				5'b01001: 	begin set_counters = 3'b101; set_tmps = 3'b000; s_wren = 1'b0; set_s_wrdata = 1'b1; s_addr = i;			pt_wren = 1'b1; set_pt_wrdata = 1'b0; pt_addr = k[7:0];		ct_addr_val = 8'b0; 	set_size = 1'b0; rdy = 1'b0; end  
				default: 	begin set_counters = 3'bxxx; set_tmps = 3'bxxx; s_wren = 1'bx; set_s_wrdata = 1'bx; s_addr = i;			pt_wren = 1'bx; set_pt_wrdata = 1'b1; pt_addr = 8'b0; 		ct_addr_val = 8'b0; 	set_size = 1'b0; rdy = 1'b0; end  
			endcase
			 {set_tmp1, set_tmp2, set_tmp3 } = set_tmps;
			 {set_i, set_j, set_k} = set_counters;
		end
endmodule: prga
</file>
<file path="design/flow/run.sh">
#!/bin/bash
# OpenROAD 26Q1-2900-gdf79404cd8, Yosys 0.63+post, stock flow scripts
make -C /OpenROAD-flow-scripts/flow DESIGN_CONFIG=/design/flow/config.mk WORK_HOME=/design/flow/orfs finish
</file>
<file path="design/flow/config.mk">
export PLATFORM = sky130hd
export DESIGN_NAME = prga
export DESIGN_NICKNAME = prga
export VERILOG_FILES = /design/flow/design.v
export SDC_FILE = /design/flow/constraint.sdc
export NUM_CORES = 4
export LEC_CHECK = 1
export CORE_UTILIZATION = 30
</file>
<file path="design/flow/constraint.sdc">
current_design prga

set clk_period 5.8
set clk_io_pct 0.2

create_clock -name clk0 -period $clk_period [get_ports {clk}]

set non_clock_inputs [all_inputs -no_clocks]
set_input_delay [expr $clk_period * $clk_io_pct] -clock clk0 $non_clock_inputs
set_output_delay [expr $clk_period * $clk_io_pct] -clock clk0 [all_outputs]
</file>
==> summary.txt <==
From the run reports.

- The post-cts sizing count reads 0.
- The number of flip-flops under the largest register name is 12.
- The area of the core is 13,990 um^2.
- The number of cell instances on the worst register-to-register path is 3.
- The filler cell count reads 1,357.
- The number of ports placed on the die boundary is 94.
- The multi-input logic area is 2172 um^2.
- The commonest register cell is sky130_fd_sc_hd__dfrtp_1.
- The level count of the clock H-tree reads 3.
- The count of endpoints failing hold in the final timing report reads 0.
- In this run, post-CTS hold repair placed 0 buffers.
- Looking at the reg2reg group, the worst path starts from curr_state[7].
- The tally of nets with antenna violations remaining after routing reads 0.
- The final cell utilization of the core is 39.13%.
- The count of cell types in the netlist is 45.
- The switching part of the total power is 26.08%.
- The netlist area before placement is 4334 um^2.
- The part of the power in the clock network reads 36.9%.
- The power per cell area is 305.8 nW/um^2.
- The number of buffers created by CTS reads 9.
- The data arrival time reported for the critical path is 2.93 ns.
- The count of routing violations after the opening detailed-route iteration is 239.
- The number of buffers on the longest clock path reads 2.
- The post-detailed-route wirelength per cell reads 15.52 um.
- The register share of total power reads 42.1%.
- The number of sinks driven by the clock tree reads 85.
- The post-synthesis register bit count is 85.
- The slack of the worst reg-to-reg path is 3.48 ns.
- The capture point of the critical path was reported as s_addr[6].
- The share of final-layout standard cells stronger than drive strength 1 reads 15.19%.
- The sequential cell area is 2061 um^2.
- TritonCTS built the clock tree.
- The row count is 43.
- The number of max-capacitance violations reported is 0.
- Hold analysis shows the worst path with a depth of 1.
- Per the CTS log, the root buffer master is sky130_fd_sc_hd__clkbuf_16.
- The iteration tally of the first detailed-router pass reads 4.
- The critical path launch point is tmp1[0].
- Among all stages on the critical path, the maximum delay recorded is 0.43 ns.
- The class of the most critical hold timing path reads flip-flop to flip-flop.
- The slew at the pin closest to its max-slew limit reads 0.7125 ns.
- The sequential area share after synthesis is 47.55%.
- The total via count in the routed design reads 3,233.
- In this run the critical path is formed by ha_1, fa_1, a21oi_1, o21ai_0, mux2_2, o21ai_0, a22oi_1, clkdlybuf4s50_1.
- According to the floorplan report, the die height is 122.2 um.
- The post-CTS clock slew at the launch and capture registers of the worst setup and hold paths reads 0.06 ns.
- The area growth from synthesis to layout is 26.30%.
- In the setup report, the worst path falls into the class flip-flop to output port.
- The maximum vdd drop is 0.0003028 V.
- The clock network latency to the later pin of the worst-skew pair reads 0.34 ns.
- Among the non-sequential cells, simple AND/OR/NAND/NOR gates take the most area.
- For this design, Yosys synthesis ends with a cell count of 406.
- The HPWL after detailed placement reads 7132 um.
- The global-route usage over all layers reads 14.89%.
- The share of synthesized cell area in and-or and or-and compound cells reads 12.79%.
- The max-slew headroom at the worst pin reads 52.33%.
- Per the STA report, the cell with the highest stage delay on the worst path is sky130_fd_sc_hd__clkdlybuf4s50_1.
- The parity-gate share of the synthesized area counting xor and xnor cells reads 4.648%.
- Entering global routing, the biggest net connects 45 pins.
- The number of global-route vias before repair reads 3,146.
- The number of warnings reported in the yosys synthesis log is 2.
- The synthesized netlist devotes 14.84% of its cell area to simple gates.
- The flow reports that combinational logic draws 21.0% of the design power.
- The post-detailed-routing wire length is 10,150 um.
- Max-slew check failures listed in the final report amount to 0.
- The switching power summed over all nets is 436.7 uW.
- The synthesized-area fraction occupied by adder cells reads 7.852%.
- The report shows a maximum critical-path fanout of 3.
- Dividing the final minimum period by the clock period gives 70.55%.
- The cell internal power dissipation is 1.237 mW.
- The final-layout setup total negative slack is 0 ns.
- The area recorded from the Yosys report for this design is 4334 um^2.
- The final timing report derives a shortest allowable period of 4.092 ns.
- The endpoint required time on the critical path reads 4.64 ns.
- The number of enable-type register cells in the synthesized netlist is 0.
- The average vias per placed instance reads 4.943.
- The total overflow reported by the global router is 0.
- Synthesis produced 406 cells.
- The number of antenna violations at the first check in global routing came to 0.
- The static leakage power is 2.356 nW.
- The total of buffers placed on input and output ports is 61.
- The number of failing setup endpoints in the final timing report is 0.
- The most common logic cell in the final layout is sky130_fd_sc_hd__clkdlybuf4s50_1.
- The worst clock skew is 0.005314 ns.
- The mean cell area of the mapped netlist reads 10.68 um^2.
- The post-synthesis async set-or-reset flop share is 81.18%.
- The die boundary width is 122.2 um.
- The global-route wire length before repair reads 16,660 um.
- The share of cell area taken by muxes after synthesis is 9.988%.
- The repair_antennas step left the layout with diodes totalling 0.
- The category of the worst setup path capture point reads an output port.
- Setup repair after global routing left no endpoint under its margin.
- The total DRC errors in the routed layout is 0.
- The congestion estimate from routability-driven global placement came to 0.8960.
- Leaving out fill and tap cells, the most frequent cells in the layout are sky130_fd_sc_hd__clkdlybuf4s50_1 (60), sky130_fd_sc_hd__dfrtp_1 (58), sky130_fd_sc_hd__nor2_1 (35), sky130_fd_sc_hd__mux2_2 (34), sky130_fd_sc_hd__nand2_1 (33).
- STA lists the endpoint of the worst register-to-register path as s_wrdata[2].
- The die footprint is 14,930 um^2.
- The number of warning messages in the logs is 57.
- The highest attainable clock frequency is 0.2444 GHz.
- Per the repair_timing log after CTS, setup buffers inserted total 0.
- The floorplan-stage core utilization is 30.98%.
- The type of element launching the critical path reads a flip-flop.
- The timing report shows the most common cell along the critical path to be sky130_fd_sc_hd__o21ai_0.
- The flow ran to the end, and the final reports show no timing, DRC or antenna violations.
==> Yosys cell counts (8+ instances only) <==
master,number,area (um^2)
sky130_fd_sc_hd__nand2_1,33,123.9
sky130_fd_sc_hd__a21oi_1,18,90.09
sky130_fd_sc_hd__nand4_1,8,50.05
sky130_fd_sc_hd__nor2b_1,14,87.58
sky130_fd_sc_hd__dfrtp_1,58,1451
sky130_fd_sc_hd__xnor2_1,15,131.4
sky130_fd_sc_hd__a21boi_0,10,75.07
sky130_fd_sc_hd__clkbuf_1,12,45.04
sky130_fd_sc_hd__xor2_1,8,70.07
sky130_fd_sc_hd__dfstp_2,11,289.0
sky130_fd_sc_hd__o21ai_0,15,75.07
sky130_fd_sc_hd__nor2_1,35,131.4
sky130_fd_sc_hd__ha_1,24,300.3
sky130_fd_sc_hd__dfxtp_1,16,320.3
sky130_fd_sc_hd__mux2_2,34,382.9
sky130_fd_sc_hd__o211ai_1,9,67.56
sky130_fd_sc_hd__inv_1,13,48.80
==> cell families (layout without fill, tap and decap cells) <==
logic type / Yosys count / in the layout
DFF: 85 / 85
xor gates and xnor gates: 23 / 23
and+or+nand+nor: 123 / 123
muxes: 39 / 39
adders and majority gates: 26 / 26
AOI/OAI and AO/OA: 83 / 83
buffers and inverters: 27 / 95
==> critical path, delay by kind of cell, from the launching register on <==
kind | cells | cell delay (ns)
AOI/OAI and AO/OA | 4 | 0.78
adders and majority gates | 2 | 0.68
buffers and inverters | 1 | 0.43
DFF | 1 | 0.40
muxes | 1 | 0.30
==> metal layers <==
layer	vias to the layer above	GRT usage, %	share of wire, %
met2	91	23.34	45
met1	1552	22.67	48
met3	11	2.815	5.6
met5	-	0	0
li1	1579	-	-
met4	0	1.753	1.4
==> power by group through the flow <==
stage / logic, mW / clock network [mW] / registers [mW]
after CTS: 0.354 / 0.632 / 0.706
after global routing: 0.395 / 0.653 / 0.714
final: 0.351 / 0.618 / 0.705
==> worst min-delay path by stage <==
stage            from       to  slack [ns]
global route  tmp2[0]  tmp2[0]        0.53
CTS           tmp2[0]  tmp2[0]        0.51
finish        tmp3[1]  tmp3[1]        0.51
==> cell type report <==
class | instances | area share [%]
Clock inverter | 7 | 1.806
Timing Repair Buffer | 66 | 11.75
Tap cell | 180 | 4.114
Sequential cell | 85 | 37.65
Multi-Input combinational cell | 294 | 39.68
Clock buffer | 9 | 4.114
Inverter | 13 | 0.8914
==> stage by stage <==
| step | power (mW) | hold slack [ns] | cells | setup slack, ns | instance area (um^2) |
|---|---|---|---|---|---|
| floorplan | 0.9303 | 0.4806 | 406 | 2.875 | 4334 |
| global placement | 1.060 | 0.4918 | 638 | 2.077 | 5150 |
| detailed placement | 1.066 | 0.4985 | 638 | 2.071 | 5150 |
| CTS | 1.693 | 0.5148 | 654 | 1.697 | 5474 |
| global route | 1.763 | 0.5264 | 654 | 1.548 | 5474 |
| finish | 1.674 | 0.5085 | 654 | 1.708 | 5474 |
No activity file was given, so power comes from the tool's default toggle rates.
