===== flow/design.v =====
module crack(input logic clk, input logic rst_n,
             input logic en, output logic rdy,
             output logic [23:0] key, output logic key_valid,
             output logic [7:0] ct_addr, input logic [7:0] ct_rddata
			 , output logic [7:0] final_wrdata, input logic mem_en, output logic checked, 
			output logic final_wren, output logic [7:0] final_addr, input logic [27:0] initKey, input logic found, input logic resume);
    reg [4:0] curr_state, next_state;
	reg pt_wren, check_en, check_rdy, arc_en, arc_rdy;
	reg [7:0] pt_addr, pt_wrdata;
	reg [27:0] myKey;
	wire [7:0] check_addr, pt_rddata, arc_pt_addr, arc_pt_wrdata, fill_addr;
	wire valid, check_wren, arc_pt_wren;
	wire [27:0] noKey;
	reg set_valid, set_key, fill_en;
    pt_mem pt(.address(pt_addr), .clock(clk), .data(pt_wrdata), .wren(pt_wren), .q(pt_rddata));
    arc4 a4(.clk(clk), .rst_n(rst_n), .en(arc_en), .rdy(arc_rdy), .key(myKey[23:0]), .ct_addr(ct_addr), .ct_rddata(ct_rddata), 
			.pt_addr(arc_pt_addr), .pt_rddata(pt_rddata), .pt_wrdata(arc_pt_wrdata), .pt_wren(arc_pt_wren));
	check ch(.addr(check_addr), .clk(clk), .rst_n(rst_n), .wren(check_wren), .rddata(pt_rddata), .key_valid(valid), .rdy(check_rdy), .en(check_en), .checked(checked));  
	fill_mem fm(.clk(clk), .rst_n(rst_n), .en(fill_en), .pt_wren(fill_wren), .fill_wren(final_wren), .write_to_addr(final_addr), 
				.fill_wrdata(final_wrdata), .pt_rddata(pt_rddata), .read_from_addr(fill_addr), .rdy(fill_rdy));  
	always_ff @ (posedge clk, negedge rst_n) begin 
		if(~rst_n) 			key_valid = 0; 
		else if(en) 		key_valid = 0; 
		else if(set_valid)	key_valid = valid; 
	end
	always_ff @ (posedge clk, negedge rst_n) begin 
		if(~rst_n) 			begin key = initKey[23:0]; 	myKey = initKey;   end 
		else if (en) 		begin key = initKey[23:0]; 	myKey = initKey;   end
		else if (set_key) 	begin key = key + 2;		myKey = myKey + 2; end
	end
	assign noKey = (myKey > 28'h0FFFFFF);
	always_ff @(posedge clk, negedge rst_n) begin 
		if(~rst_n) 		curr_state = 5'b00000;
		else if(noKey)	curr_state = 5'b00000;
		else			curr_state = next_state;
	end
	always_comb begin 
		case(curr_state)
			5'b00000: 	next_state = en ? 5'b10010 : 5'b00000;
			5'b10010: 	next_state = 5'b10011;
			5'b10011: 	next_state = ~arc_rdy ? 5'b00001 : 5'b10011;
			5'b00001:	next_state = (arc_rdy && ~arc_en) ? 5'b00010 : 5'b00001;
			5'b00010: 	next_state = 5'b00011;
			5'b00011: 	next_state = (resume && ~check_en && check_rdy) ? 5'b00100 : 5'b00011;
			5'b00100: 	next_state = key_valid ? 5'b10101 : 5'b00101;  
			5'b00101: 	next_state = found ? 5'b00000 : 5'b00110;
			5'b00110: 	next_state = 5'b00111;
			5'b00111: 	next_state = ~arc_rdy ? 5'b00111 : 5'b00001;
			5'b10101: 	next_state = mem_en ? 5'b01000 : 5'b10101;
			5'b01000: 	next_state = 5'b01001;
			5'b01001: 	next_state = (fill_rdy && ~fill_en) ? 5'b00000 : 5'b01001;			
			default: 	next_state = 5'bx; 
		endcase
	end
	always_comb begin 
		case(curr_state)
			5'b00000: 	begin arc_en = 0; check_en = 0; fill_en = 0; set_valid = 0; pt_addr = arc_pt_addr; pt_wrdata = arc_pt_wrdata; pt_wren = arc_pt_wren; rdy = 1; set_key = 0; end  
			5'b10010: 	begin arc_en = 1; check_en = 0; fill_en = 0; set_valid = 0; pt_addr = arc_pt_addr; pt_wrdata = arc_pt_wrdata; pt_wren = arc_pt_wren; rdy = 1; set_key = 0; end  
			5'b10011: 	begin arc_en = 0; check_en = 0; fill_en = 0; set_valid = 0; pt_addr = arc_pt_addr; pt_wrdata = arc_pt_wrdata; pt_wren = arc_pt_wren; rdy = 0; set_key = 0; end  
			5'b00001: 	begin arc_en = 0; check_en = 0; fill_en = 0; set_valid = 0; pt_addr = arc_pt_addr; pt_wrdata = arc_pt_wrdata; pt_wren = arc_pt_wren; rdy = 0; set_key = 0; end  
			5'b00010: 	begin arc_en = 0; check_en = 1; fill_en = 0; set_valid = 0; pt_addr = check_addr;  pt_wrdata = 8'b0; 		  pt_wren = check_wren;  rdy = 0; set_key = 0; end  
			5'b00011: 	begin arc_en = 0; check_en = 0; fill_en = 0; set_valid = 1; pt_addr = check_addr;  pt_wrdata = 8'b0; 		  pt_wren = check_wren;  rdy = 0; set_key = 0; end  
			5'b00100: 	begin arc_en = 0; check_en = 0; fill_en = 0; set_valid = 0; pt_addr = arc_pt_addr; pt_wrdata = arc_pt_wrdata; pt_wren = arc_pt_wren; rdy = 0; set_key = 0; end  
			5'b00101: 	begin arc_en = 0; check_en = 0; fill_en = 0; set_valid = 0; pt_addr = arc_pt_addr; pt_wrdata = arc_pt_wrdata; pt_wren = arc_pt_wren; rdy = 0; set_key = 1; end  
			5'b00110: 	begin arc_en = 1; check_en = 0; fill_en = 0; set_valid = 0; pt_addr = arc_pt_addr; pt_wrdata = arc_pt_wrdata; pt_wren = arc_pt_wren; rdy = 0; set_key = 0; end  
			5'b00111: 	begin arc_en = 0; check_en = 0; fill_en = 0; set_valid = 0; pt_addr = arc_pt_addr; pt_wrdata = arc_pt_wrdata; pt_wren = arc_pt_wren; rdy = 0; set_key = 0; end  
			5'b10101: 	begin arc_en = 0; check_en = 0; fill_en = 0; set_valid = 0; pt_addr = arc_pt_addr; pt_wrdata = arc_pt_wrdata; pt_wren = arc_pt_wren; rdy = 0; set_key = 0; end  
			5'b01000: 	begin arc_en = 0; check_en = 0; fill_en = 1; set_valid = 0; pt_addr = fill_addr;   pt_wrdata = 8'b0; 		  pt_wren = fill_wren; 	 rdy = 0; set_key = 0; end  
			5'b01001: 	begin arc_en = 0; check_en = 0; fill_en = 0; set_valid = 0; pt_addr = fill_addr;   pt_wrdata = 8'b0; 		  pt_wren = fill_wren; 	 rdy = 0; set_key = 0; end  
			default: 	begin arc_en = 1'bx; check_en = 1'bx; set_valid = 1'bx; pt_addr = 8'bx; pt_wrdata = 8'bx; pt_wren = 1'bx; rdy = 1'bx; set_key = 1'bx; end
		endcase
	end
endmodule: crack
module check(input logic clk, input logic [7:0] rddata, input logic rst_n, output logic rdy, input en,
			   output logic wren, output logic [7:0] addr, output logic key_valid, output logic checked);
	reg [4:0] curr_state, next_state;
	reg [8:0] i;
	reg [7:0] val;
	reg [7:0] size;
	reg set_ia, set_size, set_val, set_checked;
	wire done;
	always_ff @ (posedge clk, negedge rst_n) begin 
		if(~rst_n) 		begin 	i = 0; addr = 0; end
		else if(en) 	begin 	i = 0; addr = 0; end
		else if(set_ia) begin i = i + 1; addr = addr + 1; end
	end
	always_ff @ (posedge clk, negedge rst_n) begin 
		if(~rst_n)  		size = 255;
		else if(en)  		size = 255;
		else if(set_size) 	size = rddata;
	end
	always_ff @ (posedge clk, negedge rst_n) begin 
		if(~rst_n)  		val = 8'b0;
		else if(en)  		val = 8'b0;
		else if (set_val) 	val = rddata;
	end
	always_ff @ (posedge clk, negedge rst_n) begin 
		if(~rst_n) 			 checked = 0;  
		else if(en) 		 checked = 0;
		else if(set_checked) checked = 1; 
	end
	assign done = (i > size);
	assign wren = 0; 
	always_ff @ (posedge clk, negedge rst_n) begin 
		if(~rst_n) 		 	curr_state = 5'b00000;
		else if (done) 		curr_state = 5'b01111;
		else 				curr_state = next_state;
	end
	always_comb begin 
		case(curr_state)
			5'b00000: 	next_state = en ? 5'b10010 : 5'b00000;
			5'b10010: 	next_state = 5'b00001;
			5'b00001: 	next_state = 5'b00010;
			5'b00010: 	next_state = 5'b00011;
			5'b00011: 	next_state = 5'b00100;
			5'b00100: 	next_state = (val >= 8'h20 && val <= 8'h7E) ? 5'b00001 : 5'b10100;  
			5'b10100:		next_state = 5'b00000;
			5'b01111: 		next_state = 5'b00000;
			default: 	next_state = 5'bx;
		endcase
	end
	always_comb begin 
		case(curr_state)
			5'b00000: 	begin set_ia = 0; set_size = 0; set_val = 0; key_valid = 1'b0; rdy = 1; set_checked = 0; end  
			5'b10010: 	begin set_ia = 0; set_size = 0; set_val = 0; key_valid = 1'b0; rdy = 0; set_checked = 0; end  
			5'b00001: 	begin set_ia = 1; set_size = 1; set_val = 0; key_valid = 1'b0; rdy = 0; set_checked = 0; end  
			5'b00010: 	begin set_ia = 0; set_size = 0; set_val = 0; key_valid = 1'b0; rdy = 0; set_checked = 0; end  
			5'b00011: 	begin set_ia = 0; set_size = 0; set_val = 1; key_valid = 1'b0; rdy = 0; set_checked = 0; end  
			5'b00100: 	begin set_ia = 1; set_size = 0; set_val = 0; key_valid = 1'b0; rdy = 0; set_checked = 0; end  
			5'b10100: 	begin set_ia = 0; set_size = 0; set_val = 0; key_valid = 1'b0; rdy = 1; set_checked = 1; end  
			5'b01111: 		begin set_ia = 0; set_size = 0; set_val = 0; key_valid = 1'b1; rdy = 1; set_checked = 1; end  
			default: 	begin set_ia = 1'bx; set_size = 1'bx; set_val = 1'bx; key_valid = 1'bx; rdy = 1'bx; set_checked = 1'bx; end
		endcase
	end
endmodule: check

===== flow/constraint.sdc =====
current_design check

set clk_period 4.8
set clk_io_pct 0.2

create_clock -name clk0 -period $clk_period [get_ports {clk}]

set non_clock_inputs [all_inputs -no_clocks]
set_input_delay [expr $clk_period * $clk_io_pct] -clock clk0 $non_clock_inputs
set_output_delay [expr $clk_period * $clk_io_pct] -clock clk0 [all_outputs]

===== flow/run.sh =====
#!/bin/bash
# OpenROAD 26Q1-2900-gdf79404cd8, Yosys 0.63+post, stock flow scripts
make -C /OpenROAD-flow-scripts/flow DESIGN_CONFIG=/design/flow/config.mk WORK_HOME=/design/flow/orfs finish

===== flow/config.mk =====
export PLATFORM = sky130hd
export DESIGN_NAME = check
export DESIGN_NICKNAME = check
export VERILOG_FILES = /design/flow/design.v
export SDC_FILE = /design/flow/constraint.sdc
export NUM_CORES = 4
export LEC_CHECK = 1
export CORE_UTILIZATION = 50

==> changes_impl.md <==
### Metrics

* Largest net degree at the start of global routing at 40
* Met2 usage at 31.25%
* Remaining Overflow, GRT at 0
* Reg clk slew, reported paths at 0.08 ns
* Layer with the highest usage: met1
* Clk sink count at 39
* Beginning of the critical path: curr_state[2]
* Crit-path slowest cell: dfrtp_1
* Leading area contributor after synthesis: dfrtp_1
* Via Count at 1602
* Synthesized area per cell at 9.837 um^2
* Leakage at 1.162 nW
* Startpoint Class: register
* Layout cell share with drive strength beyond 1 at 9.787%
* WL/cell at between 15 and 20 um
* Critical path class: register to output pin
* First DRT Iteration DRCs at around 100
* Met1 usage at 36.23%
* Antenna viol nets, final at 0
* Iteration tally of the first detailed-router pass at 5
* Core Box Area at 4058 um^2
* Yosys reg bits at 39
* Max clock buf depth at 2
* GR Util All Layers at 21.81%
* Wirelength, routed at 4282 um
* Met3 Usage GRT at 4.452%
* Crit path capture type: output pin
* Final WS setup at 2.006 ns
* Boundary Pins at 23
* Biggest area cells: dfrtp_1 (36%), dfstp_2 (9.8%), ha_1 (5.9%)
* Fmax at 357.9 MHz
* Final setup fails at 0
* Die area at around 4500 um^2
* Gate Area at 1021 um^2
* CTS tree: yes
* Chip height at 67.34 um
* Max-slew violations at 0
* GPL Wtd Cong at 0.8073
* Vias in the first global route at ~1.5k
* Crit-path cells: nor3_1 > nor2_1 > o21ai_0 > clkdlybuf4s50_1
* CP bufs+invs at 1
* Post-layout instance area at 2452 um^2
* Reg2Reg Launch Point: size[7]
* Dpl cell area at 2335 um^2
* Hold crit path type: register to register
* Worst IR Drop VDD at 0.2259 mV
* Hold_buf cts at 0
* Fp util at 52.61%
* # Max-Cap Violations at 0
* Status: finished clean
* Max Fanout on Critical Path at 21
* First-pass GRT wire length at 7203 um
* R2R setup slack at 2.74 ns
* Synth Seq Share at a little under half
* Slew @ Worst Pin at 0.6471 ns
* Final core occ at 60.44%
* Fin Setup TNS at 0 ns
* Unique cell types at 39
* Top Family by Delay on Critical Path: flip-flops
* Postcts setup bufs at 0
* Ant. Diodes at 0
* Cells in synth_stat.txt at ~220
* Area growth, synth to finish at 14.89%
* Initial antenna violation count at 0
* Post-route clock skew at between 0.006 and 0.007 ns
* Syn. warnings at 1
* Fin crit period at 2.794 ns
* Clock Latency Late Sink at between 0.2 and 0.3 ns
* Vias per std cell at 5.621
* WHS at 0.5276 ns
* Synthesized cell area at 2135 um^2
* Die W at between 60 and 70 um
* Chip Area, Yosys at 2135 um^2
* Power density over the cells at 431.0 nW/um^2
* RSZ-0062 raised after global routing: no
* Hold-critical path depth at 2
* Critical path arrival at 1.83 ns
* EDFF count, synth at 0
* Register area at 985.9 um^2
* Fillers at around 320
* Worst R2R Path Depth at 6
* Critical path's largest stage delay at between 0.6 and 0.7 ns
* Number of H-tree levels at 2
* Hpwl dp at 2971 um
* Hold Vio Cnt, Final at 0
* Crit path required time at 3.84 ns
* Main flop type: dfrtp_1
* Clk root buf: clkbuf_8
* Hold path start: size[4]
* Area leader share at 36.34%
* Port bufs at 21
* Cycle use final at 58.21%
* Place WS at ~2.1 ns
* Tool warnings at 26
* Rel. slew slack at 56.86%
* Inserted Clock Buffers at 5
* Crit path depth at 4
* Cts repair resizes at 0
* Post-synth ARST share at 100.0%
* Post-Synthesis Cells at 217
* Site Rows at 23
* # DRC at 0
==> state kept, by name, indices dropped and copies added (netlist names) <==
name and flops:
i 9, addr 8, size 8, val 8, curr_state 5, checked 1
==> worst paths after layout <==
kind	end
worst max-delay path	rdy
worst min-delay path	size[4]
worst max register to register	curr_state[0]
worst min register to register	size[4]
max in group asynchronous	size[6]
min in group asynchronous	curr_state[4]
==> cells by family (layout without fill, tap and decap cells) <==
group / count (synthesis) / in the layout / synth area share, %
XOR/XNOR: 13 / 13 / 5.334
AND-OR/OR-AND: 41 / 41 / 13.42
buffers and inverters: 25 / 43 / 5.978
AND/OR/NAND/NOR: 77 / 77 / 17.88
other: 1 / 1 / 0.1757
flip-flops: 39 / 39 / 46.19
adder cells (fa/ha/maj): 10 / 10 / 5.862
multiplexers: 11 / 11 / 5.158
==> metrics by stage <==
step	std cells	total power, mW
after floorplan	217	0.7085
after global placement	277	0.7667
after detailed placement	277	0.7763
after CTS	285	1.064
after global routing	285	1.131
final	285	1.057
==> power breakdown <==
group          switching (mW)  internal, mW  total (mW)
logic                   0.162         0.140       0.302
registers              0.0744         0.397       0.471
clock network           0.116         0.168       0.284
==> synthesized netlist by cell type (2+ instances only) <==
library cell  count
dfrtp_1          31
nor2_1           26
nand2_1          18
o211ai_1         13
inv_1            11
mux2i_1          11
ha_1             10
xor2_1           10
dfstp_2           8
o21ai_0           8
a21oi_1           7
nand3_1           7
o2111ai_1         5
buf_4             4
clkbuf_1          4
or3_1             4
and2_1            3
and3_1            3
buf_2             3
nor2b_1           3
nor3_1            3
o221ai_1          3
xnor2_1           3
a211oi_1          2
buf_6             2
nand4_1           2
==> layout by cell type (no fill, tap or decap), types with 2 or more instances in the layout <==
cell type / n
or3_1: 4
dfstp_2: 8
ha_1: 10
o211ai_1: 13
a211oi_1: 2
xor2_1: 10
buf_4: 2
dfrtp_1: 31
mux2i_1: 11
nand4_1: 2
o2111ai_1: 5
o221ai_1: 3
nor2_1: 26
nand2_1: 18
a21oi_1: 7
clkdlybuf4s50_1: 20
xnor2_1: 3
nand3_1: 7
nor3_1: 3
and2_1: 3
nor2b_1: 3
inv_1: 11
o21ai_0: 8
clkbuf_8: 6
and3_1: 3
==> tightest hold or removal path, delay by kind of cell, from the launching register on <==
kind / cells / cell delay [ns]
AOI/OAI and AO/OA: 1 / 0.09
buffers and inverters: 1 / 0.06
DFF: 1 / 0.36
==> metal layers <==
| metal | vias to the layer above | wire length, um |
|---|---|---|
| li1 | 794 | - |
| met1 | 785 | 2209 |
| met2 | 19 | 1936 |
| met3 | 4 | 109 |
| met4 | 0 | 26 |
| met5 | - | 0 |
==> layout make-up <==
type,instances,share of cell area [%]
multi-input cells,153,41.63
flip-flops and latches,39,40.20
repair buffers,23,8.980
clock buffers,6,3.367
well taps,50,2.551
inverters,12,1.837
clock inverters,2,1.429
Power figures rest on the tool's default switching activity, not on a simulated workload.
